**flow/config.mk**
```make
export PLATFORM = sky130hd
export DESIGN_NAME = read_pointer
export DESIGN_NICKNAME = read_pointer
export VERILOG_FILES = /design/flow/design.v
export SDC_FILE = /design/flow/constraint.sdc
export NUM_CORES = 4
export LEC_CHECK = 1
export CORE_AREA = 10 10 70 70
export DIE_AREA = 0 0 80 80
```
**flow/constraint.sdc**
```tcl
current_design read_pointer

set clk_period 3.7
set clk_io_pct 0.2

create_clock -name clk0 -period $clk_period [get_ports {r_clk}]

set non_clock_inputs [all_inputs -no_clocks]
set_input_delay [expr $clk_period * $clk_io_pct] -clock clk0 $non_clock_inputs
set_output_delay [expr $clk_period * $clk_io_pct] -clock clk0 [all_outputs]
```
**flow/design.v**
```verilog
module gray_to_bin #(parameter WIDTH = 4) (
    input [WIDTH-1:0] gray,
    output reg [WIDTH-1:0] bin
);
    integer i;
    always @* begin
        bin[WIDTH-1] = gray[WIDTH-1];  
        for (i = WIDTH-2; i >= 0; i = i - 1) begin
            bin[i] = bin[i+1] ^ gray[i];
        end
    end
endmodule
module bin_to_gray #(parameter WIDTH = 4) (
    input [WIDTH-1:0] bin,
    output [WIDTH-1:0] gray
);
    assign gray = (bin >> 1) ^ bin;
endmodule
module read_pointer #(parameter ADDR_SIZE = 4)
(  
    input [ADDR_SIZE :0] w_ptr,
	input r_en, r_clk, r_rst_n,
    output reg empty,
	output [ADDR_SIZE-1:0] r_addr,
	output reg [ADDR_SIZE :0] r_ptr
);
reg [ADDR_SIZE:0] rbin;
wire [ADDR_SIZE:0] gray_next, bin_next;
assign bin_next = rbin + (~empty & r_en);     
bin_to_gray #(ADDR_SIZE+1) bin2gray (
    .bin(bin_next),
    .gray(gray_next)
); 
always @(posedge r_clk or negedge r_rst_n) begin
    if (!r_rst_n) begin
        rbin <= 0;
        r_ptr <= 0;
    end else begin
        rbin <= bin_next;
        r_ptr <= gray_next;
    end
end
assign r_addr = rbin[ADDR_SIZE-1:0];
wire empty_temp;
assign empty_temp = (gray_next == w_ptr);
always @(posedge r_clk or negedge r_rst_n) begin
    if (!r_rst_n) begin
        empty <= 1'b1;
    end else begin
        empty <= empty_temp;
    end
end
endmodule
```
**flow/run.sh**
```bash
#!/bin/bash
# OpenROAD 26Q1-2900-gdf79404cd8, Yosys 0.63+post, stock flow scripts
make -C /OpenROAD-flow-scripts/flow DESIGN_CONFIG=/design/flow/config.mk WORK_HOME=/design/flow/orfs finish
```
==> results_slide.txt <==
Key Metrics from the Run

Detailed routing
  – Detail-routed via count per cell: 3.23
  – Count of routing violations after the opening detailed-route iteration: 5
  – Total via count in the routed design: 355
  – Total detailed-routing wirelength: 1130 µm
  – DRT Pass-1 Iters: 4
  – Routed wirelength normalized by instance count: 10.2 µm
  – Residual antenna-violating net count after detailed routing: 0
  – Number of antenna cells inserted: 0
  – Post-detailed-route DRC marker count: 0

CTS
  – Maximum level of the CTS H-tree: 1
  – Count of clock tree sinks: 10
  – Clock tree from TritonCTS: built
  – CTS clock-pin slew for the worst setup and hold paths: 0.07 ns
  – Setup Fix Bufs, Post-CTS: 0
  – Root Buffer: clkbuf_4
  – Count of hold buffers inserted by post-cts repair: 0
  – Insertion delay to the later sink of the worst-skew pair: 0.27 ns
  – Buffer levels on the longest clock path: 2
  – Num CTS Buffers: 3
  – CTS resizes: 0

Timing
  – Fin Hold WS: 0.589 ns
  – Final-report hold violation count: 0
  – RSZ-0062 raised after global routing: no
  – Worst setup skew after layout: 0.00534 ns
  – Top achievable clock speed: 414 MHz
  – Min cycle time layout: 2.42 ns
  – Slew at the pin with the worst max-slew slack: 0.454 ns
  – Sum of negative setup slack: 0 ns
  – Number of endpoints failing setup at the final stage: 0
  – Headroom to the max-slew limit: 69.6%
  – Final critical-path share of the clock period: 65.3%
  – Number of slew-limit violations in the final report: 0

Logic synthesis
  – Simple-gate share of the synthesized area: 10.3%
  – Post-synth seq share: 45.2%
  – Synthesized chip area reported by yosys: 557 µm²
  – Top cell types by occurrence after synthesis: dfrtp_1 (9), xnor2_1 (7), xor2_1 (5)
  – Share of Yosys cell area claimed by the top area cell type: 40.4%
  – Area of the mapped netlist: 557 µm²
  – Top flip-flop cell by instance count after synthesis: dfrtp_1
  – Post-synthesis cell count from yosys: 45
  – Count of state elements after synthesis: 10
  – Cells taking the most area after synthesis: dfrtp_1 (40%), xnor2_1 (11%), xnor3_1 (8.1%)
  – Compound Share, Synth: 8.76%
  – Yosys warns: 1
  – Ys async rst share: 100%
  – Most frequently used cell type in the post-synthesis netlist: dfrtp_1
  – Distinct lib cells used: 21
  – Number of cells produced by synthesis: 45
  – Fa+ha+maj area frac: 4.49%
  – Prevailing logic family in the synthesized netlist: XOR/XNOR gates
  – Mux frac, synth: 0%
  – Xor and xnor area share after synthesis: 27.0%
  – Mean post-synth cell area: 12.4 µm²
  – Post-synth top area cell: dfrtp_1
  – Number of enable-type register cells in the synthesized netlist: 0

Setup path
  – Crit path max fanout: 5
  – Setup CP Type: primary input to flop
  – Sort of element at the end of the critical path: flop
  – FF-to-FF path depth: 7
  – RR Startpoint: empty
  – End point of the critical path: empty
  – Register-to-register setup slack: 1.77 ns
  – Destination of the worst register-to-register timing path: empty
  – Worst setup startpoint: r_en
  – Worst Path Required: 3.90 ns
  – CP startpoint kind: primary input
  – CP Data Arrival Time: 2.62 ns

Global route
  – Antenna violations before repair: 0
  – First-pass GRT wire length: 1940 µm
  – Overall Global Routing Usage: 3.88%
  – Maximum number of pins on one net before global-route repair: 11
  – Via count of the first global-routing pass: 386
  – Remaining Overflow, GRT: 0

Pwr
  – Final Total Pwr: 0.000704 W
  – Power per cell area: 875 nW/µm²
  – Static leakage: 0.336 nW
  – Highest ir drop seen on vdd: 250 µV

Job
  – Number of OpenROAD warnings: 25
  – Tally of max-capacitance violations: 0

Finish
  – Final design utilization: 23.6%
  – Fraction of layout instances using a drive strength above 1: 14.1%
  – P&R area growth vs syn: 44.5%

Floorplanning
  – Die Y: 80 µm
  – Die Width: 80 µm
  – Floorplan utilization: 16.3%
  – Total I/O pin count: 18
  – Chip Footprint: 6400 µm²
  – Placeable Area: 3420 µm²
  – Standard-cell row count: 21

Hold path
  – Kind of path behind the tightest hold check: flop to flop

Place
  – Gpl congestion: 0.691
  – PortBufs: 17
  – HPWL Detailed: 944 µm

Run status
  – Run status: finished clean
## registers in the layout (all words and copies together), names as in the netlist
register and count:
empty 1, r_ptr 5, rbin 4
## report_power, final
group          switching (W)  internal [W]  leakage, nW
sequential         0.0000492      0.000170        0.116
combinational       0.000146      0.000241        0.199
clock              0.0000377     0.0000598       0.0210
## layer usage
layer	global-route usage [%]	wire [µm]	vias to the layer above
met3	3.07	172	2
met2	5.14	426	15
met1	4.99	518	152
met5	0	0	-
met4	0.352	7	0
li1	-	-	186
## area by class of cell
type                    count  area (µm²)
repair buffers             17         170
inverters                   2        7.51
multi-input cells          31         282
well taps                  46        57.6
clock buffers               4        36.3
fillers                   379        2610
flip-flops and latches     10         251
## layout by cell type, fill, tap and decap left out
| master | n |
|---|---|
| a21boi_2 | 1 |
| a21o_1 | 1 |
| a21oi_2 | 1 |
| a2bb2oi_1 | 1 |
| and2_1 | 1 |
| and3_1 | 1 |
| clkbuf_4 | 3 |
| clkbuf_8 | 1 |
| clkdlybuf4s50_1 | 17 |
| dfrtp_1 | 9 |
| dfstp_2 | 1 |
| ha_1 | 2 |
| inv_1 | 2 |
| nand2_1 | 2 |
| nand2b_1 | 1 |
| nand3_1 | 3 |
| nor2b_1 | 1 |
| nor3_2 | 1 |
| o211ai_2 | 1 |
| xnor2_1 | 7 |
| xnor3_1 | 2 |
| xor2_1 | 5 |
## metrics by stage
step           cell area, µm²  instances  setup WS, ns
6_report                  805        110          1.28
2_1_floorplan             557         45          1.54
3_3_place_gp              768        106          1.05
3_5_place_dp              768        106          1.02
4_1_cts                   805        110          1.28
5_1_grt                   805        110          1.17
## worst max-delay path, stage by stage
cell,delay [ns]
clkdlybuf4s50_1,0.44
nor2b_1,0.14
ha_1,0.22
ha_1,0.29
xnor3_1,0.38
nor3_2,0.18
o211ai_2,0.11
a21oi_2,0.11
## cells by family after synthesis
| logic type | Yosys count |
|---|---|
| xor gates and xnor gates | 14 |
| and+or+nand+nor | 10 |
| DFF | 10 |
| AOI/OAI and AO/OA | 5 |
| buffers and inverters | 4 |
| adders and majority gates | 2 |
## worst min-delay path by stage
stage | startpoint | endpoint | slack [ns] | depth (start not counted)
after CTS | rbin[3] | rbin[3] | 0.60 | 1
final | r_ptr[4] | r_ptr[3] | 0.59 | 1
after global routing | rbin[3] | rbin[3] | 0.63 | 1
No activity file was given, so power comes from the tool's default toggle rates.
